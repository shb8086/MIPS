[flow/config.mk]
export PLATFORM = sky130hd
export DESIGN_NAME = ALU
export DESIGN_NICKNAME = ALU
export VERILOG_FILES = /design/flow/design.v
export SDC_FILE = /design/flow/constraint.sdc
export NUM_CORES = 4
export LEC_CHECK = 1
export CORE_UTILIZATION = 40
[flow/run.sh]
#!/bin/bash
# OpenROAD 26Q1-2900-gdf79404cd8, Yosys 0.63+post, stock flow scripts
make -C /OpenROAD-flow-scripts/flow DESIGN_CONFIG=/design/flow/config.mk WORK_HOME=/design/flow/orfs finish
[flow/constraint.sdc]
current_design ALU

set clk_period 18.9
set clk_io_pct 0.2

create_clock -name clk0 -period $clk_period

set non_clock_inputs [all_inputs -no_clocks]
set_input_delay [expr $clk_period * $clk_io_pct] -clock clk0 $non_clock_inputs
set_output_delay [expr $clk_period * $clk_io_pct] -clock clk0 [all_outputs]
[flow/design.v]
module ALU(
  input [31:0] A,          
  input [31:0] B,          
  input [0:3] alucontrol,  
  output reg z,            
  output reg [31:0] C       
);
  always
    begin
      #100  
      if (A == 32'b00000000000000000000000000000000)
        begin
          z = 1;                         
          C = 32'b00000000000000000000000000000000;  
        end
      else
        begin
          z = 0;          
          C = (A + B);    
        end
      case (alucontrol)
        4'b0010: C = (A + B);  
        4'b0110: C = (A - B);  
      endcase
    end
endmodule
==> impl_metrics.toml <==
# flow metrics
[worst_setup_path]
crit_chain = "clkdlybuf4s50_1, inv_1, ha_1, fa_1, inv_1, a21oi_1, o2111ai_1, nand2_1, o311ai_1, a31o_1, a21oi_1, or3_1, nand3_1, clkdlybuf4s50_1"
crit_path_start_kind = "input port"
cp-end-kind = "output pin"
path_delay_family = "AND-OR/OR-AND gates"
slowest_delay_ns = 0.63
required_ns = 15.12
crit_fanout = 5
cp_num_buf_inv = 4
criticalPathCategory = "input port to output pin"
cp.arrival_ns = 7.42
cp_slowest_cell = "o311ai_1"

[synth]
logic_family = "AND-OR/OR-AND gates"
ys_sh_simple_pct = 20.89
avgSynthCellArea_um2 = 6.517
ys_seq_share_pct = 0
adder_share_pct = 21.58
synthXorXnorAreaFrac_pct = 1.159
ys_cells = 580
syn_area_um2 = 3780
syn_inst = 580
ys.warnings.count = 1
muxShareOfSynthArea_pct = 0.5296
yosys.area_share.aoi_pct = 46.34
synthDistinctLibCells = 69
yosys_area_um2 = 3780

[final_layout]
layout.cells.most_common = "clkdlybuf4s50_1"
final_layout_size_suffix_gt1_share_pct = 3.206
clock_buffers = 0
most-common-layout-cells = "clkdlybuf4s50_1, a21oi_1, ha_1"
fin_area_um2 = 4841
seq_cells = 0
final_core_util_pct = 52.64
ff_latch_area_um2 = 0
area_growth_pct = 28.07

[grt]
grt_pass1_vias = 4445
grt-ovfl-total = 0
grt_pass1_wl_um = 21780
grt_max_degree = 36
antenna_found_initial = 0
grt_usage_pct = 27.44

[sta]
grt_setup_unrepaired = "false"
setup_ws_ns = 7.700
slew_headroom_pct = 56.77
holdWs_ns = 8.616
fin_crit_sh_pct = 59.26
hold_viol = 0
fmax_mhz = 89.29
worstMarginPinSlew_ns = 0.6384
maxSlewViolCount = 0
finalSetupTns_ns = 0
finalSetupViolCount = 0
fin_crit_ns = 11.20

[drt]
drt_iter0_markers = 228
totalWireLength_um = 13370
drc = 0
wl_per_cell_um = 17.46
routed_via_density = 6.038
antennaDiodeCount = 0
vias = 4625
ant_nets = 0
drtPass1Iterations = 5

[job]
openroad.warnings = 63
maxCapViolations = 0

[floorplan]
core_area_um2 = 9196
num_rows = 35
dieArea_um2 = 9843
die-height_um = 99.21
die_w_um = 99.21
io_pins = 101
initCoreUtil_pct = 41.10

[worst_hold_path]
hold_class = "input port to output pin"

[cts]
cts_setup_buffers = 0
post_cts_resize_count = 0
ctsHoldBuffers = 0

[power]
p_per_area_nw_per_um2 = 33.27
ir_drop_mv = 0.01666
leakage_nw = 2.080

[outcome]
status = "complete, no violations"

[placed_design]
place_ws_ns = 7.741
placed_cell_area_um2 = 4841
dp_hpwl_um = 10690
gp_congestion = 0.9601
io_buffers = 101
[metal layers]
metal	global-route usage (%)	up-vias	share of wire, %	routed length, µm
met1	39.64	2113	47	6293
met4	6.222	0	1.7	223
met2	45.03	181	45	6082
met5	0	-	0	0
li1	-	2312	-	-
met3	1.787	19	5.8	773
[layout make-up]
type / instances / area (µm²)
multi-input cells: 486 / 3421
repair buffers: 105 / 1041
fillers: 936 / 4355
well taps: 111 / 138.9
inverters: 64 / 240.2
[Yosys cell counts, types with 3 or more instances]
master | instances | area share, %
a21oi_1 | 91 | 12
ha_1 | 62 | 21
inv_1 | 61 | 6.1
nor2_1 | 61 | 6.1
nand2_1 | 31 | 3.1
clkbuf_1 | 24 | 2.4
o21ai_0 | 21 | 2.8
a221oi_1 | 18 | 4.2
o22a_1 | 16 | 3.7
a21o_1 | 13 | 2.6
nand2b_1 | 10 | 1.7
nand3_1 | 10 | 1.3
o21ai_1 | 10 | 1.3
nor3_1 | 9 | 1.2
nor4_1 | 9 | 1.5
a211oi_1 | 8 | 1.6
o22ai_1 | 8 | 1.3
o21bai_1 | 7 | 1.4
and3_1 | 6 | 0.99
nor2b_1 | 6 | 0.99
o31ai_1 | 6 | 1.2
or3_1 | 6 | 0.99
and2_1 | 5 | 0.83
buf_2 | 5 | 0.66
nand4_1 | 5 | 0.83
o31a_1 | 5 | 1.2
a211o_1 | 4 | 0.93
o211ai_1 | 4 | 0.79
a31oi_1 | 3 | 0.50
a41oi_1 | 3 | 0.70
inv_2 | 3 | 0.30
xnor2_1 | 3 | 0.70
[where the power goes]
part	internal [mW]	switching, mW
clock network	0	0
registers	0	0
logic	0.0787	0.0824
[stage by stage]
step,power (mW),instances
after CTS,0.1603,766
after global routing,0.1775,766
final,0.1611,766
after detailed placement,0.1589,766
after global placement,0.1599,766
after floorplan,0.09313,580
[path summary, 6_finish.rpt]
path | startpoint | end | slack, ns | cells after the start
setup / recovery | A[0] | C[28] | 7.70 | 14
hold / removal | B[0] | C[0] | 8.62 | 4
[kinds of logic (layout without fill, tap and decap cells)]
logic type | after synthesis | count (layout)
fa+ha+maj | 64 | 64
compound gates | 250 | 250
simple gates | 165 | 165
mux | 2 | 2
xor+xnor | 5 | 5
buf+inv | 94 | 169
Power is estimated from default activity; no workload was simulated.
