==> run.sh <==
#!/bin/bash
# OpenROAD 26Q1-2900-gdf79404cd8, Yosys 0.63+post, stock flow scripts
make -C /OpenROAD-flow-scripts/flow DESIGN_CONFIG=/design/flow/config.mk WORK_HOME=/design/flow/orfs finish
==> config.mk <==
export PLATFORM = sky130hd
export DESIGN_NAME = FA2
export DESIGN_NICKNAME = FA2
export VERILOG_FILES = /design/flow/design.v
export SDC_FILE = /design/flow/constraint.sdc
export NUM_CORES = 4
export LEC_CHECK = 1
export CORE_AREA = 10 10 102 102
export DIE_AREA = 0 0 112 112
==> constraint.sdc <==
current_design FA2

set clk_period 20.9
set clk_io_pct 0.2

create_clock -name clk0 -period $clk_period

set non_clock_inputs [all_inputs -no_clocks]
set_input_delay [expr $clk_period * $clk_io_pct] -clock clk0 $non_clock_inputs
set_output_delay [expr $clk_period * $clk_io_pct] -clock clk0 [all_outputs]
==> design.v <==
module FA2(
  input [31:0] A,  
  input [31:0] B,  
  input clk,       
  output reg cnt,  
  output reg [31:0] C  
);
  initial
  begin
    if (A == 32'h00000000)
    begin
      cnt = 1;          
      C = 32'h00000000;  
    end
    else
      C = (A + B);  
  end
endmodule
==> run summary <==
run results: grt ovf 0, clock share of power 0, Post-Syn Area around 2200 um^2, first-pass GRT wire length 14100 um, YS chip area between 2000 and 2500 um^2, Seq share, synth 0, gr usage total 0.131, Post-Syn Instances about 330, Log Warnings 33, Routed WL 8480 um, hold buffers post-CTS 0, chip area 12500 um^2, GPL Wtd Cong 0.949, flip-flops 0, clk_buf instances 0, Net Sw Power 0.0000447 W, Area growth syn-to-layout 47.1%, TNS Setup 0 ns, biggest area cells ha_1 (18%), a21oi_1 (7.2%), nor2_1 (6.1%), vias per cell 5.40, crit-path max FO 5, combinational power share 1.000, CORE AREA between 8000 and 9000 um^2, DP Cell Count slightly above 500, Post-route DRC 0, cell accounting for the most synthesized area ha_1, power density over the cells 31.5 nW/um^2, Sequential Power Share 0, I/O pins ~98, DR vias roughly 2800, drt first-iter violations between 150 and 200, WP data arrival roughly 7.3 ns, remaining antenna violation count 0, FMAX about 87 MHz, DRT Pass-1 Iters 5, critical path class in -> out, initial antenna violation count 0, Final Max-Slew Violation Tally 0, largest net degree at the start of global routing 19, row count 33, Slew headroom 0.497, Setup Viol. Count Final 0, HP Class in -> out, dpl hpwl 7440 um, post-cts sizing count 0, filler instances 849, Tot Pwr roughly 0.00010 W, Final Hold Viols 0, Max VDD drop ~0.016 mV, element type at the critical path end primary output, Die W ~110 um, postcts setup bufs 0, fin crit period around 12 ns, Tcrit/Tclk final 0.550, status complete, no violations, startpoint types input pin, layout cells sized above 1 0.0219, RSZ-0062 raised after global routing false, share of the synthesized area in the top cell type 0.179, synth unique cells 61, MaxCap Viol Count 0, Crit path required time 16.72 ns, die height between 100 and 150 um, Post-Syn Area per Cell 6.52 um^2, Worst Max-Slew Pin Slew about 0.74 ns, most common cell in the netlist nor2_1, Internal Power 0.0000556 W, Core Util at FP 0.263, LEAKAGE 1.27 nW, WL/cell between 15 and 20 um, fin cells around 520, sw frac 0.446, top cells by count nor2_1 (35), nand2_1 (32), a21oi_1 (31), ha_1 (31), o21ai_0 (19), Reg area 0 um^2, antenna fix cells 0, Synth warnings 1, Buffers on Ports about 96, vias in the first global route 2835, yosys stat cell total roughly 330
[metrics by stage]
stage / area, um^2 / hold slack (ns) / setup slack [ns] / utilization
2_1_floorplan: 2160 / 8.50 / 10.62 / -
3_3_place_gp: 3180 / 9.44 / 9.41 / 0.387
3_5_place_dp: 3180 / 9.44 / 9.40 / 0.387
4_1_cts: 3180 / 9.44 / 9.37 / 0.387
5_1_grt: 3180 / 9.50 / 9.17 / 0.387
6_report: 3180 / 9.43 / 9.40 / 0.387
[critical path: stages]
cell and delay [ns]:
clkdlybuf4s50_1 0.49, ha_1 0.20, inv_1 0.06, fa_1 0.37, and2b_1 0.27, o2111a_1 0.22
o2111ai_1 0.20, a21o_1 0.28, or4_1 0.47, nand3_1 0.09, clkdlybuf4s50_1 0.49
[layout make-up]
class,instances,area [um^2],area share
Multi-Input combinational cell,306,2050,0.645
Tap cell,105,131,0.0413
Inverter,8,30.0,0.00943
Timing Repair Buffer,97,968,0.304
[final timing paths]
path	startpoint	end	cells after the start
min	B[31]	C[31]	5
max	A[0]	C[26]	11
[power groups by stage]
stage	clock, W	combinational [W]	sequential [W]
CTS	0	0.000102	0
global route	0	0.000113	0
finish	0	0.000100	0
[routing by layer]
layer,vias up,GRT usage,share of wire
li1,1441,-,-
met1,1263,0.197,0.50
met2,78,0.201,0.44
met3,2,0.0179,0.054
met4,0,0.00423,0.0020
met5,-,0,0
[cells by family (layout without fill, tap and decap cells)]
group | Yosys count | after routing | share of synthesized area
AOI/OAI and AO/OA | 119 | 119 | 0.374
xor gates and xnor gates | 14 | 14 | 0.0567
adders and majority gates | 32 | 32 | 0.189
buffers and inverters | 26 | 105 | 0.0521
muxes | 3 | 3 | 0.0139
other | 1 | 1 | 0.00173
and+or+nand+nor | 137 | 137 | 0.313
[cells in the final DEF (no fill, tap or decap), types with 2 or more instances in the layout]
cell type and n:
and2_1 6, o21bai_1 4, o31ai_1 2, a2111oi_0 2, a2111o_1 2, a211oi_1 4, o211ai_1 2, or4_1 2
a21o_1 13, nand4_1 8, a31oi_1 6, xnor2_1 8, nor3_1 15, ha_1 31, nand2_1 32, a32oi_1 2
a311oi_1 4, o2111ai_1 3, a211o_1 3, nand3_1 12, inv_1 8, o21ai_0 19, o21a_1 6, mux2i_1 3
clkdlybuf4s50_1 96, nor2_1 34, nor4_1 13, a31o_2 2, a21oi_1 31, xor2_1 6, nor3b_1 2, nand2b_1 3
Power figures rest on the tool's default switching activity, not on a simulated workload.
