--- design/flow/design.v ---
module insmem(
  input [0:31] AdrA,  
  output reg [0:31] A  
);
  reg [0:31] imem[0:255];
  initial
  begin
    imem[0][0:31] = 32'b00100000000100001111111111111100;  
    imem[1][0:31] = 32'h20110008;  
    imem[2][0:31] = 32'h02119020;  
    imem[3][0:31] = 32'h1240fffc;  
  end
  always @(*)
  begin
    if (AdrA > 255)
      A = 32'h00000000;
    else
      A = imem[AdrA[0:7]];
  end
endmodule
--- design/flow/constraint.sdc ---
current_design insmem

set clk_period 1.3
set clk_io_pct 0.2

create_clock -name clk0 -period $clk_period

set non_clock_inputs [all_inputs -no_clocks]
set_input_delay [expr $clk_period * $clk_io_pct] -clock clk0 $non_clock_inputs
set_output_delay [expr $clk_period * $clk_io_pct] -clock clk0 [all_outputs]
--- design/flow/config.mk ---
export PLATFORM = sky130hd
export DESIGN_NAME = insmem
export DESIGN_NICKNAME = insmem
export VERILOG_FILES = /design/flow/design.v
export SDC_FILE = /design/flow/constraint.sdc
export NUM_CORES = 4
export LEC_CHECK = 1
export CORE_AREA = 10 10 70 70
export DIE_AREA = 0 0 80 80
export SYNTH_MEMORY_MAX_BITS = 65536
--- design/flow/run.sh ---
#!/bin/bash
# OpenROAD 26Q1-2900-gdf79404cd8, Yosys 0.63+post, stock flow scripts
make -C /OpenROAD-flow-scripts/flow DESIGN_CONFIG=/design/flow/config.mk WORK_HOME=/design/flow/orfs finish
==> summary.txt <==
Final setup viols: 20
PwrDens: 129.0 nW/um2
Final Non-Filler Cells: 151
Synth warnings: 1
Max-Cap Viols: 0
critical path's slowest cell: nor4b_4
syn_area_per_cell: 7.933 um2
top cells by area: buf_4 (45%), ha_1 (16%), nor4_2 (13%)
Total Wirelength: 1793 um
Buf+Inv Stages, Crit Path: 6
Slew Limit Fails: 0
failing checks: negative setup slack
DP HPWL: 1488 um
count of flip-flops and latches: 0
Worst setup EP type: primary output
yosys stat area: 396.6 um2
delay-heaviest family, CP: simple AND/OR/NAND/NOR gates
crit path kind: primary input to primary output
Placement Setup Slack: -1.306 ns
Hold WS: 0.9200 ns
crit-path cells: buf_8 > inv_8 > ha_4 > nor4b_4 > nand4_4 > nor3_4 > buf_2 > buf_6 > buf_6 > buf_6
Total GRT Usage: 5.500%
OpenROAD warnings: 47
crit-path max FO: 3
Synth top cells by count: buf_4 (24), nor3_1 (7), ha_1 (5)
first-pass GRT wire length: 2918 um
area leader, netlist: buf_4
clkbuf count: 0
register area share after synthesis: 0%
layout cells sized above 1: 73.33%
largest net degree at the start of global routing: 6
Leak: 0.5210 nW
Site Rows: 21
count leader, synth: buf_4
run status: finished, violations left
diode count: 0
Worst Setup Start Kind: primary input
most used cell, CP: buf_6
drc violations: 0
Core Footprint: 3416 um2
FF+latch area: 0 um2
GPL Wtd Cong: 0.6756
Top-area cell share: 45.43%
via/cell ratio: 3.205
number of routed nets with antenna violations: 0
First DRT Iteration DRCs: 3
Final Hold Viols: 0
Cell Area, Synth: 396.6 um2
unrepaired setup endpoints after global routing: yes
Peak supply drop: 65.35 uV
Layout area overhead: 164.0%
Worst Hold Class: primary input to primary output
hold_buf cts: 0
PortBufs: 44
Critical Path RT: 1.04 ns
worst path arrival time: 1.52 ns
slowest stage delay, CP: 0.22 ns
total die area: 6400 um2
first-pass detailed-route iteration total: 2
Yosys cell types: 11
ys cells: 50
placed instance count: 135
Die Y: 80 um
f_max: 562.0 MHz
Post-Layout Inst Area: 1047 um2
final worst-path cycle share: 136.9%
die width: 80 um
vias in the first global route: 574
placed cell areas: 885.9 um2
Tmin final: 1.779 ns
fin worst setup slack: -0.4794 ns
routed via count: 484
post-DR wirelength/cell: 11.87 um
Post-Synthesis Cells: 50
initial antenna violation count: 0
IO Pins: 64
GR Overflow Total: 0
Core Util at FP: 11.61%
==> per-layer routing <==
metal | vias to the layer above | track usage [%] | wire length, um
li1 | 244 | - | -
met4 | 0 | 0 | 0
met1 | 206 | 6.940 | 743
met2 | 34 | 7.945 | 757
met3 | 0 | 3.864 | 291
met5 | - | 0 | 0
==> report_power, final <==
group	switching (W)	internal, W
Sequential	0	0
Clock	0	0
Combinational	0.0000593	0.0000758
Total	0.0000593	0.0000758
==> worst min-delay path, cell delays in order <==
cell and delay [ns]:
buf_8 0.11, inv_8 0.04, buf_4 0.11, nor3_4 0.04, buf_2 0.10
==> stage by stage <==
step                utilization [%]  total power, W  TNS, ns
floorplan                         -      0.00005531   -2.344
global placement              25.93       0.0001418   -24.79
detailed placement            25.93       0.0001405   -25.43
CTS                           29.23       0.0001335   -7.551
global route                  30.66       0.0001491   -9.606
finish                        30.66       0.0001351   -7.672
==> placed cells by master (no fill, tap or decap) <==
cell type,count
conb_1,12
nor4_4,4
ha_4,1
buf_8,2
ha_1,4
clkdlybuf4s15_2,2
nand3_1,2
buf_6,20
nor3_2,2
nor2_4,2
inv_12,1
nand4_4,1
nand2_2,1
clkbuf_2,1
clkdlybuf4s15_1,5
buf_2,21
nor3_4,5
buf_4,12
nor4b_4,1
inv_8,1
dlygate4sd2_1,5
==> final timing paths <==
check,slack (ns),end,start,depth (start not counted)
max,-0.48,A[29],AdrA[6],10
min,0.92,A[6],AdrA[6],5
==> area by class of cell <==
cell class / count / area (um2)
multi-input cells: 35 / 390.4
repair buffers: 68 / 571.8
well taps: 46 / 57.56
inverters: 2 / 27.53
fillers: 363 / 2369
==> cells by family after synthesis <==
group | count (synthesis) | synth area share (%)
buffers and inverters | 26 | 47.32
adder cells (fa/ha/maj) | 5 | 15.77
AND/OR/NAND/NOR | 18 | 35.96
other | 1 | 0.9455
==> what timing repair did <==
action                     4_1_cts  5_1_grt
cloned                           1        0
pin swaps                       17        1
gates resized                  165        9
buffers inserted                13        3
setup endpoints to repair       20       20
Power is estimated from default activity; no workload was simulated.
